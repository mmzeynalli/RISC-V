==> design/flow/design.v <==
import common::*;
module write_back (
    input [31:0] alu_result,
    input [31:0] i_mem_data,
    input ctrl_reg_write,
    input ctrl_mem2reg,
    output logic [31:0] o_wb_data
);
always_comb begin
    if ((ctrl_reg_write == 1) && (ctrl_mem2reg == 1))
        o_wb_data = i_mem_data;
    else
        o_wb_data = alu_result;   
end
endmodule
==> design/flow/run.sh <==
#!/bin/bash
# OpenROAD 26Q1-2900-gdf79404cd8, Yosys 0.63+post, stock flow scripts
make -C /OpenROAD-flow-scripts/flow DESIGN_CONFIG=/design/flow/config.mk WORK_HOME=/design/flow/orfs finish
==> design/flow/config.mk <==
export PLATFORM = sky130hd
export DESIGN_NAME = write_back
export DESIGN_NICKNAME = write_back
export VERILOG_FILES = /design/flow/design.v
export SDC_FILE = /design/flow/constraint.sdc
export NUM_CORES = 4
export LEC_CHECK = 1
export CORE_AREA = 10 10 71 71
export DIE_AREA = 0 0 81 81
==> design/flow/constraint.sdc <==
current_design write_back

set clk_period 2.7
set clk_io_pct 0.2

create_clock -name clk0 -period $clk_period

set non_clock_inputs [all_inputs -no_clocks]
set_input_delay [expr $clk_period * $clk_io_pct] -clock clk0 $non_clock_inputs
set_output_delay [expr $clk_period * $clk_io_pct] -clock clk0 [all_outputs]
==> flow_metrics.tcl <==
# metrics dict for downstream scripts
set metrics [dict create \
    outcome "completed" \
    fin_hold_ws_ns 2.11 \
    io_pins 98 \
    core_area_mm2 0.00363 \
    wl_met1_um 1010 \
    viasPerCell 3.84 \
    fin_crit_ns 2.57 \
    max_freq_ghz 0.388 \
    crit_path_start_kind "input pin" \
    p_per_area_mw_per_mm2 157 \
    grt_pass1_vias 745 \
    path_cells "clkdlybuf4s50_1 > nand2_4 > buf_12 > mux2_4 > clkdlybuf4s50_1" \
    dp_cells 182 \
    hold_violations 0 \
    dr_wl_met2_um 1330 \
    n_antenna_cell 0 \
    slew_viol_final 0 \
    portBuffers 98 \
    warning_count 32 \
    leakagePower_uw 0.000697 \
    flops 0 \
    postCtsSetupBuffers 0 \
    synth.distinct_cells 4 \
    synthesis.area_um2 544 \
    ys_cells 36 \
    critPathTopFamily "buffers and inverters" \
    critPathBufInv 3 \
    crit_cells 5 \
    dr.pass1.iters 2 \
    max_stage_delay_ns 0.50 \
    syn_inst 36 \
    gp_congestion 0.929 \
    num-fill-cells 342 \
    wl_met3_um 449 \
    die_x_um 81 \
    layout-drive-gt1-share 0.269 \
    mostFrequentLayoutCells "clkdlybuf4s50_1 (98), mux2_4 (30), buf_12 (3), mux2_2 (2), nand2_4 (1)" \
    hold_buffers 0 \
    stdcell_count 182 \
    grt_max_degree 12 \
    fin_crit_sh 0.954 \
    cts_resized 0 \
    ir_drop_mv 0.0602 \
    tightestPinTransition_ns 0.122 \
    yosysWarnings 2 \
    regArea_um2 0 \
    initial_core_util 0.150 \
    max_slew_margin 0.919 \
    top_layer "met3" \
    slowest_stage "clkdlybuf4s50_1" \
    arrival_ns 2.03 \
    cp.required_ns 2.16 \
    rows 22 \
    cp_max_fo 11 \
    synth_area_per_cell_um2 15.1 \
    yosys_area_um2 544 \
    grt_first_pass_wirelength_um 4080 \
    lay_top_count "clkdlybuf4s50_1" \
    grt_overflow 0 \
    area_delta_synth_final_pct 191 \
    hpwl_um 2620 \
    whs_path_depth 3 \
    first_iter_violations 2 \
    ys_seq_share 0 \
    crit_top_cell "clkdlybuf4s50_1" \
    drc_errors 0 \
    hold_path_class "input pin to output pin" \
    cap_violations 0 \
    routed_wl_um 2790 \
    end_kind "output pin" \
    setup_viol 0 \
    antenna_found_initial 0 \
    rsz0062_at_grt "false" \
    n_clock_buffer 0 \
    dieArea_mm2 0.00656 \
    path_class "input pin to output pin" \
    final_antenna_net_count 0 \
    finalSetupTns_ns 0 \
    die_h_um 81 \
    wire_per_inst_um 15.3 \
    track_usage 0.0767 \
    vias 698 \
]
[metal layers]
metal,vias up,track usage
met1,311,0.0870
li1,333,-
met2,54,0.135
met3,0,0.0379
met4,0,0
met5,-,0
[area by class of cell]
type	instances	area [um^2]	share of cell area
Timing Repair Buffer	101	1040	0.657
Multi-Input combinational cell	33	484	0.305
Tap cell	48	60.1	0.0379
[synth_stat cells]
cell,count,area share
buf_12,3,0.11
mux2_2,2,0.041
mux2_4,30,0.83
nand2_4,1,0.021
[worst paths after layout]
check	end	slack (ns)	startpoint
worst max-delay path	o_wb_data[6]	0.13	ctrl_reg_write
worst min-delay path	o_wb_data[30]	2.11	alu_result[30]
[power breakdown]
group | total (uW) | internal [uW] | switching (uW) | leakage (uW)
sequential | 0 | 0 | 0 | 0
clock | 0 | 0 | 0 | 0
combinational | 249 | 204 | 44.5 | 0.000697
total | 249 | 204 | 44.5 | 0.000697
[metrics by stage]
step / total power, uW / cell area, um^2 / worst slack, ns / util
after floorplan: 75.5 / 544 / 1.09 / -
after global placement: 253 / 1590 / 0.123 / 0.436
after detailed placement: 253 / 1590 / 0.103 / 0.436
after CTS: 254 / 1590 / 0.107 / 0.436
after global routing: 265 / 1590 / 0.0790 / 0.436
final: 249 / 1590 / 0.125 / 0.436
[cells by family after synthesis]
logic type | synth area share
buf+inv | 0.110
mux | 0.869
simple gates | 0.0207
[worst min-delay path, stage by stage]
cell             delay, ns
clkdlybuf4s50_1       0.44
mux2_2                0.13
clkdlybuf4s50_1       0.46
Power and IR drop assume default switching activity.
